File: flow/config.mk
export PLATFORM = sky130hd
export DESIGN_NAME = router_top
export DESIGN_NICKNAME = router_top
export VERILOG_FILES = /design/flow/design.v
export SDC_FILE = /design/flow/constraint.sdc
export NUM_CORES = 4
export LEC_CHECK = 1
export CORE_UTILIZATION = 30
File: flow/constraint.sdc
current_design router_top

set clk_period 4.0
set clk_io_pct 0.2

create_clock -name clk0 -period $clk_period [get_ports {clk}]

set non_clock_inputs [all_inputs -no_clocks]
set_input_delay [expr $clk_period * $clk_io_pct] -clock clk0 $non_clock_inputs
set_output_delay [expr $clk_period * $clk_io_pct] -clock clk0 [all_outputs]
File: flow/design.v
module router_fifo(clk,rst,rd_en,we,din,dout,full,empty,sft_rst,lfd_state);
input clk,rst,rd_en,we,sft_rst,lfd_state;
input [7:0]din;
output reg [7:0]dout;
output full,empty;
reg [8:0]mem[15:0];
reg [4:0]wrp,rdp;
reg [6:0]count;
reg lfd_state_t;
always@(posedge clk)
begin
	if(!rst)
		lfd_state_t<=0;
	else
		lfd_state_t<=lfd_state;
end
always@(posedge clk)
begin
	if(!rst)
		count<=7'h0;
	else if(sft_rst)
		count<=7'h0;
	else if(rd_en && !empty)
		begin
			if(mem[rdp[3:0]][8]==1)
				count<=mem[rdp[3:0]][7:2]+1'b1;
		else if(count!=0)
		count<=count-1'b1;
end
end
always@(posedge clk)
begin
	if(!rst)
		dout<=8'h0;
	else if(sft_rst)
		dout<=8'hz;
	else if(rd_en&&!empty)
		dout<=mem[rdp[3:0]][7:0];
		else 
		dout<=8'hz;
end
always@(posedge clk)
begin
	if(!rst)
		mem[wrp[3:0]][8:0]<=9'h0;
	else if(sft_rst)
		mem[wrp[3:0]][8:0]<=9'h0;
	else if(we&&!full)
	begin
	if(lfd_state_t)
	begin
	mem[wrp[3:0]][8]<=1;
	mem[wrp[3:0]][7:0]<=din;
	end
	else
	begin
	mem[wrp[3:0]][8]<=0;
	mem[wrp[3:0]][7:0]<=din;
	end
	end
end
always@(posedge clk)
begin
	if(!rst)
		wrp<=5'h0;
	else if(sft_rst)
		wrp<=5'h0;
	else if(we &&!full)
		wrp<=wrp+1'b1;
end
always@(posedge clk)
begin
	if(!rst)
		rdp<=5'h0;
	else if(sft_rst)
		rdp<=5'h0;
	else if (rd_en && !empty)
		rdp<=rdp+1'b1;
end
assign full=((wrp=={~rdp[4],rdp[3:0]})&&(rdp==0))? 1'b1:1'b0;
assign empty =(wrp==rdp)||(sft_rst==1)? 1'b1:1'b0;
endmodule
module rfsm(clk,rst,parity_done,pkt_vld,sft_rst0,sft_rst1,sft_rst2,fifo_full,low_pkt_vld,fifo_empty0,fifo_empty1,fifo_empty2,din,busy,detect_add,ld_state,laf_state,full_state,write_enb_reg,rst_int_reg,lfd_state);
input clk,rst,parity_done,pkt_vld,sft_rst0,sft_rst1,sft_rst2,fifo_full,low_pkt_vld,fifo_empty0,fifo_empty1,fifo_empty2;
input [1:0]din;
output busy,detect_add,ld_state,laf_state,full_state,write_enb_reg,rst_int_reg,lfd_state;
parameter DECODE_ADDRESS = 3'b000,
	  WAIT_TILL_EMPTY=3'b001,
	  LOAD_FIRST_DATA = 3'b010,
	  LOAD_DATA = 3'b011,
	  LOAD_PARITY=3'b100,
	  FIFO_FULL_STATE=3'b101,
	  LOAD_AFTER_FULL=3'b110,
	  CHECK_PARITY_ERROR=3'b111;
reg [1:0] addr;
reg [2:0] state,next;
always @(posedge clk)
begin
	if(!rst)
		addr<=0;
	else
		addr<=din;
end
always@(posedge clk)
begin
	if(!rst)
		state<=DECODE_ADDRESS;
		else if(sft_rst0||sft_rst1||sft_rst2)
		state<=DECODE_ADDRESS;
	else
		state<=next;
end
always@(*)
begin
next=DECODE_ADDRESS;
	case(state)
		DECODE_ADDRESS:
		begin
			if((pkt_vld & din[1:0]==0 & fifo_empty0)|(pkt_vld & din[1:0]==1 & fifo_empty1)|(pkt_vld & din[1:0]==2 & fifo_empty2))
				next=LOAD_FIRST_DATA;
			else if((pkt_vld & din[1:0]==0 & fifo_empty0)|(pkt_vld & din[1:0]==1 & fifo_empty1)|(pkt_vld & din[1:0]==2 & fifo_empty2))
				next=WAIT_TILL_EMPTY;
			else
				next=DECODE_ADDRESS;
				end
		WAIT_TILL_EMPTY:
		begin
			if(fifo_empty0 &&(addr==2'd0)||fifo_empty1&&(addr==2'd1)||fifo_empty2&&(addr==2'd2))
				next=LOAD_FIRST_DATA;
			else
				next=WAIT_TILL_EMPTY;
				end
		LOAD_FIRST_DATA:
			next=LOAD_DATA;
		LOAD_DATA:
		begin
			if(!fifo_full && !pkt_vld)
				next=LOAD_PARITY;
			else if(fifo_full)
				next=FIFO_FULL_STATE;
			else
				next=LOAD_DATA;
				end
		LOAD_PARITY:
			next=CHECK_PARITY_ERROR;
		FIFO_FULL_STATE:
		begin
			if(fifo_full)
				next=FIFO_FULL_STATE;
			else 
				next=LOAD_AFTER_FULL;
				end
		LOAD_AFTER_FULL:
			begin
		   if(!parity_done && low_pkt_vld)
				next=LOAD_PARITY;
			else if(!parity_done && !low_pkt_vld)
				next=LOAD_DATA;
	   		else if(parity_done)
				next=DECODE_ADDRESS;
				end
		CHECK_PARITY_ERROR:
		begin
			if(fifo_full)
				next=FIFO_FULL_STATE;
			else if(!fifo_full)
				next=DECODE_ADDRESS;
				end
	endcase
end
assign lfd_state=(state==LOAD_FIRST_DATA)? 1'b1:1'b0;
assign detect_add=(state==DECODE_ADDRESS)? 1'b1:1'b0;
assign ld_state=(state==LOAD_DATA)? 1'b1:1'b0;
assign full_state=(state==FIFO_FULL_STATE)? 1'b1:1'b0;
assign laf_state=(state==LOAD_AFTER_FULL)? 1'b1:1'b0;
assign write_enb_reg=((state==LOAD_DATA)||(state==LOAD_PARITY)||(state==LOAD_AFTER_FULL))? 1'b1:1'b0;
assign rst_int_reg=(state==CHECK_PARITY_ERROR)? 1'b1:1'b0;
assign busy=((state==DECODE_ADDRESS)||(state==LOAD_DATA))? 1'b0:1'b1;
endmodule
module router_reg(clk,rst,pkt_vld,din,fifo_full,rst_int_reg,detect_add,ld_state,laf_state,full_state,lfd_state,parity_done,low_pkt_vld,err,dout);
input clk,rst,pkt_vld,fifo_full,rst_int_reg,detect_add,ld_state,laf_state,full_state,lfd_state;
input [7:0]din;
output reg parity_done,low_pkt_vld,err;
output reg [7:0]dout;
reg [7:0] packet_parity,header,internal_parity,fifo_full_state;
always@(posedge clk)
begin
	if(!rst)
		dout<=0;
	else if(lfd_state)
		dout<=header;
	else if(pkt_vld&&ld_state&&!fifo_full)
		dout<=din;
	else if(ld_state&&fifo_full)
	begin
	  fifo_full_state<=din;
	    if(laf_state)
			dout<=fifo_full_state;
			end
		else if(~pkt_vld)
	dout<=din;
	else
		dout<=dout;
end
always@(posedge clk)
begin
	if(!rst)
		header<=0;
	else if(detect_add && pkt_vld&&din[1:0]!=2'b11)
		header<=din;
	else
		header<=header;
end
always@(posedge clk)
begin
	if(!rst)
		low_pkt_vld<=0;
	else if(rst_int_reg)
		low_pkt_vld<=0;
	else if(ld_state && !pkt_vld)
		low_pkt_vld<=1;
	else
		low_pkt_vld<=low_pkt_vld;
end
always@(posedge clk)
begin
	if(!rst)
		packet_parity<=8'd0;
	else if(detect_add)
		packet_parity<=8'd0;
	else if((ld_state&&!pkt_vld&&!fifo_full)||(laf_state&&!parity_done&&low_pkt_vld))
		packet_parity<=din;
		else
		packet_parity<=packet_parity;
end
always@(posedge clk)
begin
	if(!rst)
		internal_parity<=8'd0;
	else if(detect_add)
		internal_parity<=8'd0;
	else if(lfd_state&&pkt_vld)
		internal_parity<=internal_parity^header;
	else if(ld_state && pkt_vld&&!full_state)
		internal_parity<=internal_parity^din;
        else
	 internal_parity<=internal_parity;
 end
always@(posedge clk)
begin
	if(!rst)
		parity_done<=1'b0;
	else if(detect_add)
		parity_done<=1'b0;
	else if((ld_state&&!pkt_vld&&!fifo_full)||(laf_state&&!parity_done&&low_pkt_vld))
		parity_done<=1'b1;
		else
		parity_done<=parity_done;
end
always@(posedge clk)
begin
	if(!rst)
		err<=0;
	else if(parity_done)
	begin
		if(internal_parity==packet_parity)
			err<=1'b0;
		else
			err<=1'b1;
	end
	else
		err<=0;
end
endmodule
module rsynch(detect_add,data_in,wrt_enb_reg,clk,rst,rd_en0,rd_en1,rd_en2,empty_0,empty_1,empty_2,full0,full1,full2,sft_rst0,sft_rst1,sft_rst2,vld_out0,vld_out1,vld_out2,fifo_full,wrt_enb);
input detect_add,wrt_enb_reg,clk,rst,rd_en0,rd_en1,rd_en2,empty_0,empty_1,empty_2,full0,full1,full2;
input [1:0] data_in;
output reg sft_rst0,sft_rst1,sft_rst2,fifo_full;
output vld_out0,vld_out1,vld_out2;
output reg [2:0]wrt_enb;
reg [1:0]fifo_add;
reg [4:0] count_sft_rst0,count_sft_rst1,count_sft_rst2;
wire w0,w1,w2;
always @(posedge clk)
begin
	if(!rst)
		fifo_add<=2'd0;
	else if(detect_add)
		fifo_add<=data_in;
end
always@(*)
begin
	if(wrt_enb_reg)
	begin
		case (fifo_add)
			2'b00:wrt_enb=3'b001;
			2'b01:wrt_enb=3'b010;
			2'b10:wrt_enb=3'b100;
			2'b11:wrt_enb=3'b000;
		endcase
	end
	else
		wrt_enb=3'b000;
end
always@(*)
begin
	case(fifo_add)
		2'b00:fifo_full=full0;
		2'b01:fifo_full=full1;
		2'b10:fifo_full=full2;
		2'b11:fifo_full=1'b0;
	endcase
end
assign vld_out0=!empty_0;
assign vld_out1=!empty_1;
assign vld_out2=!empty_2;
always @(posedge clk)
begin
	if(!rst)
	begin
	count_sft_rst0<=1;
	sft_rst0<=0;
        end
	else if(!vld_out0)
	begin
		count_sft_rst0<=1;
		sft_rst0<=0;
	end
	else if(rd_en0)
	begin
		count_sft_rst0<=1;
		sft_rst0<=0;
	end
        else if(w0)
	begin
		count_sft_rst0<=1;
		sft_rst0<=1;
	end
        else
	begin
		count_sft_rst0<=count_sft_rst0+1;
		sft_rst0<=0;
	end
end
always @(posedge clk)
begin
	if(!rst)
	begin
	count_sft_rst1<=1;
	sft_rst1<=0;
        end
	else if(!vld_out1)
	begin
		count_sft_rst1<=1;
		sft_rst1<=0;
	end
	else if(rd_en1)
	begin
		count_sft_rst1<=1;
		sft_rst1<=0;
	end
        else if(w1)
	begin
		count_sft_rst1<=1;
		sft_rst1<=1;
	end
        else
	begin
		count_sft_rst1<=count_sft_rst1+1;
		sft_rst1<=0;
	end
end
always @(posedge clk)
begin
	if(!rst)
	begin
	count_sft_rst2<=1;
	sft_rst2<=0;
        end
	else if(!vld_out2)
	begin
		count_sft_rst2<=1;
		sft_rst2<=0;
	end
	else if(rd_en2)
	begin
		count_sft_rst2<=1;
	sft_rst2<=0;
	end
        else if(w2)
	begin
		count_sft_rst2<=5'b1;
		sft_rst2<=1'b1;
	end
        else
	begin
		count_sft_rst2<=count_sft_rst2+1;
		sft_rst2<=1'b0;
	end
end
assign w0=(count_sft_rst0==5'd30)? 1'b1:1'b0;
assign w1=(count_sft_rst1==5'd30)? 1'b1:1'b0;
assign w2=(count_sft_rst2==5'd30)? 1'b1:1'b0;
endmodule
module router_top(clk,rst,din,rd_en0,rd_en1,rd_en2,pkt_vld,vld_out0,vld_out1,vld_out2,dout0,dout1,dout2,busy,err);
input clk,rst,rd_en0,rd_en1,rd_en2,pkt_vld;
input [7:0] din;
output vld_out0,vld_out1,vld_out2,busy,err;
output [7:0]dout0,dout1,dout2;
wire [2:0]write_enb;
wire [7:0]dout;
wire empty0,empty1,empty2,full0,full1,full2,sft_rst0,sft_rst1,sft_rst2,lfd_state,detect_add,ld_state,laf_state,full_state,write_enb_reg,rst_int_reg,low_pkt_vld,parity_done,fifo_full;
rfsm FSM(clk,rst,parity_done,pkt_vld,sft_rst0,sft_rst1,sft_rst2,fifo_full,low_pkt_vld,empty0,empty1,empty2,din[1:0],busy,detect_add,ld_state,laf_state,full_state,write_enb_reg,rst_int_reg,lfd_state);
rsynch SYN(detect_add,din[1:0],write_enb_reg,clk,rst,rd_en0,rd_en1,rd_en2,empty0,empty1,empty2,full0,full1,full2,sft_rst0,sft_rst1,sft_rst2,vld_out0,vld_out1,vld_out2,fifo_full,write_enb);
router_reg REG(clk,rst,pkt_vld,din,fifo_full,rst_int_reg,detect_add,ld_state,laf_state,full_state,lfd_state,parity_done,low_pkt_vld,err,dout);
router_fifo FIFO_0(clk,rst,rd_en0,write_enb[0],dout,dout0,full0,empty0,sft_rst0,lfd_state);
router_fifo FIFO_1(clk,rst,rd_en1,write_enb[1],dout,dout1,full1,empty1,sft_rst1,lfd_state);
router_fifo FIFO_2(clk,rst,rd_en2,write_enb[2],dout,dout2,full2,empty2,sft_rst2,lfd_state);
endmodule
File: flow/run.sh
#!/bin/bash
# OpenROAD 26Q1-2900-gdf79404cd8, Yosys 0.63+post, stock flow scripts
make -C /OpenROAD-flow-scripts/flow DESIGN_CONFIG=/design/flow/config.mk WORK_HOME=/design/flow/orfs finish
==> reports/results.tsv <==
metric	value	unit
grt_pass1_wl	65500	µm
slowest_stage	nor4_1	
rsz0062_at_grt	no	
hold_path_end	SYN.count_sft_rst2[0]	
ys_seq_frac	0.699	
critPathTopFamily	buffers and inverters	
wl	41700	µm
clock-sinks	523	
syn_avg_cell_area	17.0	µm²
p_per_area	473	nW/µm²
fin_crit	3.37	ns
overflow	0	
r2r-end	FIFO_2.mem[8][2]	
yosysTopAreaCellShare	0.572	
synth_stat.cells	1210	
hold_ws	0.432	ns
finalCritPeriodShare	0.844	
ios	43	
routed-via-count	10300	
whs_path_depth	1	
top_cells_by_area	edfxtp_1 (57%), mux4_2 (13%), dfxtp_1 (13%)	
ys_ff	523	
cts_tree	done	
clk_path_buf_depth	3	
cts-htree-levels	2	
ff_type	edfxtp_1	
yosys_warnings	6	
fmax	296	MHz
status	finished clean	
ys_chip_area	20600	µm²
die-area	69700	µm²
grt_pass1_vias	11300	
syn_area	20600	µm²
worst-setup-path-type	reg -> out	
clk_latency	0.61	ns
crit_chain	xor2_1 > nor4_1 > a21oi_1 > buf_4 > clkdlybuf4s50_1	
timing.rr.start	FIFO_2.rdp[0]	
grt_antenna_before_repair	2	
finalSetupTns	0	ns
die_w	264	µm
die_height	264	µm
gp_congestion	0.806	
worst_pin_slew	0.878	ns
area_growth	15.8	%
skew	0.0281	ns
yosys.cell_types.count	50	
ctsHoldBuffers	0	
async_flop_share	0	
n_fill_cell	6183	
first_pass_iters	4	
synth-edff-count	392	
yosysTopAreaCell	edfxtp_1	
total_power	11.3	mW
end_kind	output pin	
cp_data_required_time	3.20	ns
r2r_slack	1.13	ns
wl_per_cell	19.0	µm
top_cell	edfxtp_1	
setup_violations	0	
first_iter_violations	570	
p_leak	7.90	nW
antenna_left	0	
post_cts_resized	0	
layout-drive-gt1-share	0.188	
start_kind	register	
grt_start_max_net_pins	33	
synthTopCellsByCount	edfxtp_1 (392), dfxtp_1 (131), mux4_2 (120)	
relSlewSlack	0.410	
peakVddDrop	0.000298	V
post_cts_buffers	0	
worstHoldStart	SYN.count_sft_rst2[0]	
routed_via_density	4.68	
clk_pin_slew	0.06	ns
tool_warnings	40	
fp_util	0.305	
slowest_delay	0.58	ns
rows	95	
worstPathArrival	2.57	ns
clockRootBuffer	clkbuf_16	
cts-buffers-inserted	53	
fin_ws	0.625	ns
route.detailed.drc	0	
pre_cts_ws	1.06	ns
hold_path_class	reg -> reg	
cp_num_buf_inv	2	
coreArea	67500	µm²
crit_fanout	7	
r2r_cells	8	
port_buffers	42	
cap_violations	0	
synth_cells	1210	
place_hpwl	27300	µm
track_usage	0.130	
drv_slew	0	
hold_viol_final	0	
-- worst register-to-register path, cell delays in order (launching register included) --
cell and delay (ns):
dfxtp_1 0.34, inv_1 0.10, ha_1 0.15, or3b_2 0.43, or4_4 0.58, and3_1 0.26
nor2_2 0.27, nor3b_1 0.12, and2_1 0.33
-- registers in the layout, summed over array words and instances, names as in the netlist, 2 cells and up, named ones only --
name and cells:
FIFO_2.dout 8, FIFO_2.rdp 5, SYN.count_sft_rst2 5, SYN.fifo_add 2
FIFO_1.dout 8, FSM.addr 2, FIFO_0.mem 128, REG.dout 8
FIFO_1.rdp 5, SYN.count_sft_rst1 5, FIFO_0.rdp 5, FIFO_2.wrp 5
SYN.count_sft_rst0 5, FSM.state 8, FIFO_1.mem 128, FIFO_0.wrp 5
FIFO_1.wrp 5, REG.packet_parity 8, FIFO_2.mem 128, REG.fifo_full_state 8
REG.header 8, REG.internal_parity 8, FIFO_0.dout 8
-- cells by family after synthesis --
logic type,count (synthesis),synth area share
DFF,523,0.699
and+or+nand+nor,329,0.0854
muxes,132,0.137
buffers and inverters,71,0.0141
AOI/OAI and AO/OA,69,0.0235
xor gates and xnor gates,62,0.0264
adders and majority gates,24,0.0146
-- per-stage QoR --
step                area, µm²  cells   util
detailed placement      22100   2099  0.327
global placement        22100   2099  0.327
floorplan               20600   1210      -
global route            23800   2196  0.353
finish                  23800   2197  0.353
CTS                     23800   2196  0.353
-- per-layer routing --
metal,up-vias,GRT usage,routed length (µm)
met5,-,0,0
met4,0,0.0336,1210
met3,72,0.0654,4340
met2,381,0.200,19800
met1,5037,0.169,16300
li1,4788,-,-
-- worst max-delay path by stage --
stage	start	end	slack, ns	cells past startpoint
4_1_cts	FIFO_0.wrp[3]	vld_out0	0.55	5
5_1_grt	FIFO_0.wrp[3]	vld_out0	0.40	5
6_report	FIFO_0.wrp[3]	vld_out0	0.63	5
-- area by class of cell --
| class | instances | area [µm²] | share of cell area |
|---|---|---|---|
| clock inverter | 34 | 374 | 0.0157 |
| sequential | 523 | 14400 | 0.604 |
| antenna | 1 | 2.50 | 0.000105 |
| multi-input combinational | 616 | 5910 | 0.248 |
| clock buffer | 63 | 1390 | 0.0581 |
| inverter | 17 | 63.8 | 0.00268 |
| tap | 873 | 1090 | 0.0458 |
| timing repair buffer | 70 | 626 | 0.0262 |
-- report_power, final --
part	total [mW]	switching, mW	internal, mW	leakage, nW
clock	4.98	2.05	2.93	0.864
combinational	0.395	0.185	0.210	2.27
sequential	5.90	0.0651	5.83	4.76
-- cell usage in the layout, fill, tap and decap left out, drive strengths merged, types with 12 or more instances in the layout --
cell type | netlist | layout
a21oi | 21 | 21
and2 | 89 | 89
buf | 19 | 29
clkbuf | 35 | 63
clkdlybuf4s50 | 0 | 41
clkinv | 0 | 22
dfxtp | 131 | 131
edfxtp | 392 | 392
ha | 24 | 24
inv | 17 | 20
mux2i | 12 | 12
mux4 | 120 | 120
nand2 | 43 | 43
nand3 | 25 | 25
nand4 | 12 | 12
nor2 | 79 | 79
nor2b | 15 | 15
nor3 | 17 | 17
o21ai | 20 | 20
xor2 | 51 | 51
No activity file was given, so power comes from the tool's default toggle rates.
